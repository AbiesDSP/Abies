### /design/flow/design.v
interface audio_bus #(parameter DW = 24) (input logic clk);
    logic valid;
    logic ready;
    logic [DW-1:0] data;
    modport din(
        input clk, valid, data,
        output ready
    );
    modport dout (
        input ready,
        output valid, data
    );
endinterface
interface i2s_b #(parameter DW = 24) (input logic mclk);
    logic sclk;
    logic lrclk;
    logic sdi;
    logic sdo;
    modport m_tx (
        input mclk,
        output sclk, lrclk, sdo
    );
    modport m_rx (
        input mclk, sdi,
        output sclk, lrclk
    );
    modport m_bi (
        input mclk, sdi,
        output sclk, lrclk, sdo
    );
    modport s_rx (
        input mclk, sclk, lrclk, sdo
    );
    modport s_tx (
        input mclk, sclk, lrclk,
        output sdi
    );
    modport s_bi (
        input mclk, sclk, lrclk, sdo,
        output sdi
    );
endinterface
module i2s #(
    parameter DW = 24
) (
    input logic clk,
    input logic rst,
    input logic [DW-1:0] tx_ldata,
    input logic [DW-1:0] tx_rdata,
    output logic tx_rd_en,
    input logic tx_rd_valid,
    output logic [DW-1:0] rx_ldata,
    output logic [DW-1:0] rx_rdata,
    output logic rx_valid,
    input logic sclk,
    input logic lrclk,
    output logic sdo,
    input logic sdi
);
i2s_tx #(
    .DW(DW)
) i2s_tx_inst (
    .clk(clk),
    .rst(rst),
    .ldata(tx_ldata),
    .rdata(tx_rdata),
    .rd_en(tx_rd_en),
    .rd_valid(tx_rd_valid),
    .sclk(sclk),
    .lrclk(lrclk),
    .sdo(sdo)
);
i2s_rx #(
    .DW(DW)
) i2s_rx_inst (
    .clk(clk),
    .rst(rst),
    .ldata(rx_ldata),
    .rdata(rx_rdata),
    .valid(rx_valid),
    .sclk(sclk),
    .lrclk(lrclk),
    .sdi(sdi)
);
endmodule
module i2s_rx #(
    parameter DW = 24
) (
    input logic clk,
    input logic rst,
    output logic [DW-1:0] ldata,
    output logic [DW-1:0] rdata,
    output logic valid,
    input logic sclk,
    input logic lrclk,
    input logic sdi
);
localparam SDCW = 7;
logic sclk_prev = 0, lrclk_prev = 1;
logic ch = 0, done = 0;
logic [SDCW-1:0] sd_ctr = 0;
logic [DW-1:0] sd_shift = 0;
always @(posedge clk) begin
    done <= 0;
    valid <= 0;
    if (!lrclk & lrclk_prev)
        ch <= 0;
    if (lrclk & !lrclk_prev)
        ch <= 1;
    if (lrclk ^ lrclk_prev) begin
        sd_ctr <= 0;
    end else if (sclk & !sclk_prev) begin
        sd_ctr <= sd_ctr + 1;
        sd_shift <= {sd_shift[DW-2:0], sdi};
        if (sd_ctr == DW) begin
            done <= 1;
        end
    end
    if (done) begin
        if (!ch)
            ldata <= sd_shift;
        else begin
            rdata <= sd_shift;
            valid <= 1;
        end
    end
end
always_ff @(posedge clk) begin
    sclk_prev <= sclk;
    lrclk_prev <= lrclk;
end
endmodule
module i2s_tx #(
    parameter DW = 24
) (
    input clk,
    input rst,
    input logic [DW-1:0] ldata,
    input logic [DW-1:0] rdata,
    output logic rd_en,
    input logic rd_valid,
    input logic sclk,
    input logic lrclk,
    output logic sdo
);
logic sclk_prev = 0, lrclk_prev = 1;
logic [DW-1:0] sdo_reg = 0, r_reg = 0;
logic sdo_pipe = 0;
logic r_load = 0;
assign sdo = sdo_pipe;
always @(posedge clk) begin
    rd_en <= 0;
    r_load <= 0;
    if (!lrclk & lrclk_prev)
        rd_en <= 1;
    if (lrclk & !lrclk_prev)
        r_load <= 1;
    if (rd_valid) begin
        sdo_reg <= ldata;
        r_reg <= rdata;
    end else if (r_load) begin
        sdo_reg <= r_reg;
    end else if (!sclk & sclk_prev) begin
        sdo_reg <= {sdo_reg[DW-2:0], 1'b0};
        sdo_pipe <= sdo_reg[DW-1];
    end
end
always_ff @(posedge clk) begin
    sclk_prev <= sclk;
    lrclk_prev <= lrclk;
end
endmodule
### /design/flow/run.sh
#!/bin/bash
# OpenROAD 26Q1-2900-gdf79404cd8, Yosys 0.63+post, stock flow scripts
make -C /OpenROAD-flow-scripts/flow DESIGN_CONFIG=/design/flow/config.mk WORK_HOME=/design/flow/orfs finish
### /design/flow/config.mk
export PLATFORM = sky130hd
export DESIGN_NAME = i2s
export DESIGN_NICKNAME = i2s
export VERILOG_FILES = /design/flow/design.v
export SDC_FILE = /design/flow/constraint.sdc
export NUM_CORES = 4
export LEC_CHECK = 1
export CORE_UTILIZATION = 50
### /design/flow/constraint.sdc
current_design i2s

set clk_period 2.9
set clk_io_pct 0.2

create_clock -name clk0 -period $clk_period [get_ports {clk}]

set non_clock_inputs [all_inputs -no_clocks]
set_input_delay [expr $clk_period * $clk_io_pct] -clock clk0 $non_clock_inputs
set_output_delay [expr $clk_period * $clk_io_pct] -clock clk0 [all_outputs]
==> qor.yml <==
status:
  outcome: "finished clean"
grt:
  antenna_found_initial: 0
  grt_usage: 0.1776
  grt_max_degree: 74
  grt_pass1_wl_microns: 12100
  grt_pass1_vias: 2545
  overflow: 0
die:
  die_h_microns: 99.20
  die-width_microns: 99.20
  die-area_sq_um: 9840
  initial_core_util: 0.5136
  rows: 35
  io_pins: 105
  coreArea_sq_um: 9196
synthesis:
  yosys_warnings: 2
  netlist.area_leader.share: 0.7693
  yosys-stat-area_sq_um: 4723
  ys_seq_share: 0.8286
  synth_area_leader_cell: "edfxtp_1"
  synth_cell_type_count: 30
  flop_cell: "edfxtp_1"
  yosys_cells: 264
  syn_area_sq_um: 4723
  yosys_register_bits: 135
  async_flop_share: 0
  postSynthCellCount: 264
  synthTopCellsByArea: "edfxtp_1, dfxtp_1, mux2i_1, o21ai_0, nand2_1"
  syn_avg_cell_area_sq_um: 17.89
  edf_count: 121
place:
  gp_congestion: 0.7892
  io_buffer_count: 103
  dp_hpwl_microns: 4646
  pre_cts_slack_ns: 0.4743
clock_tree:
  root_buffer: "clkbuf_8"
  htree_levels: 4
  clk_latency_ns: 0.52
  post_cts_resized: 0
  ctsHoldBuffers: 0
  postCtsSetupBuffers: 0
  clockBufferDepth: 2
  clock-sinks: 135
  cts_tree: "yes"
  path_clk_slew_ns: 0.06
  numCtsBuffers: 17
setup_path:
  slowest_stage: "clkdlybuf4s50_1"
  crit_family: "buffers and inverters"
  crit_type: "register to primary output"
  worst_setup_path_end_kind: "primary output"
  path_max_fanout: 1
  path_buffers: 1
  required_ns: 2.32
  crit_path_cell_trace: "clkdlybuf4s50_1"
  cp_slowest_stage_delay_ns: 0.49
  arrival_ns: 1.34
  crit_path_start_kind: "register"
cells_and_area:
  lay_top_cells: "edfxtp_1, clkdlybuf4s50_1, nand2_1"
  syn2layout_area_growth_pct: 37.30
  fillers: 624
  lay_top_count: "edfxtp_1"
  drive_gt1_frac: 0.1055
sta:
  worst_slew_pin_slew_ns: 0.6691
  drv_slew: 0
  hold_viol_final: 0
  post-route-period-util: 0.6609
  finClkSkew_ns: 0.008406
  fmax_ghz: 0.5218
  setup_viol: 0
  worst_slack_ns: 0.9834
  fin_setup_tns_ns: 0
  maxSlewHeadroom: 0.5539
  period_minus_slack_ns: 1.917
  rsz0062_at_grt: "no"
flow_run:
  drv_cap: 0
  warnings: 29
power:
  power_density_nw_per_um2: 694.1
  p_int_w: 0.003566
  power_leakage_nw: 2.275
  combPwrFrac: 0.042
  seqPwrFrac: 0.499
  p_switching_w: 0.0009354
  irDropWorstVdd_mv: 0.3580
  swShare: 0.2078
  p_clk_frac: 0.460
route:
  drtIter0Drc: 87
  drc: 0
  drt_pre_antenna_iters: 4
  vias_per_cell: 4.945
  wl_per_cell_microns: 14.37
  wl_microns: 7313
  vias: 2517
  antenna_left: 0
  num_antenna_cells: 0
hold_path:
  hold_path.class: "register to register"
==> kinds of logic (layout without fill, tap and decap cells) <==
kind of cell               Yosys count  in the layout  synth area share
muxes                               25             25           0.05298
AOI/OAI and AO/OA                   31             31           0.03603
xor gates and xnor gates             1              1          0.001855
DFF                                135            135            0.8286
buffers and inverters               14            148           0.01298
adders and majority gates            4              4           0.01060
and+or+nand+nor                     54             54           0.05696
==> routing by layer <==
metal	track usage	wire, microns
met5	0	0
met4	0.02715	95
met3	0.07005	671
met2	0.2604	3458
met1	0.3022	3088
==> power by group through the flow <==
stage / Sequential [W] / Clock (W) / Combinational, W
after global routing: 0.00225 / 0.00222 / 0.000209
after CTS: 0.00225 / 0.00212 / 0.000190
final: 0.00224 / 0.00207 / 0.000187
==> per-stage QoR <==
| step | hold slack [ns] | total power [W] | instances | instance area [sq um] | util |
|---|---|---|---|---|---|
| floorplan | 0.4003 | 0.002361 | 264 | 4723 | - |
| global placement | 0.4034 | 0.002471 | 477 | 5904 | 0.6420 |
| detailed placement | 0.4057 | 0.002475 | 477 | 5904 | 0.6420 |
| CTS | 0.4192 | 0.004554 | 509 | 6485 | 0.7052 |
| global route | 0.4332 | 0.004683 | 509 | 6485 | 0.7052 |
| finish | 0.4213 | 0.004501 | 509 | 6485 | 0.7052 |
==> synth_stat cells, types with 2 or more instances <==
cell type / n
nand2_1: 33
and2_1: 4
a21boi_0: 3
nor3_1: 2
buf_4: 2
inv_1: 6
nand2b_1: 3
clkbuf_1: 5
o21ai_0: 25
mux2i_1: 25
dfxtp_1: 14
ha_1: 4
edfxtp_1: 121
==> final timing paths <==
kind	slack [ns]	to	start	depth (start not counted)
min reg2reg	0.42	i2s_tx_inst.sdo_pipe	i2s_tx_inst.sdo_reg[23]	0
max	0.98	rx_ldata[20]	i2s_rx_inst.ldata[20]	1
max reg2reg	1.21	i2s_tx_inst.sdo_reg[2]	i2s_tx_inst.r_load	3
min	0.42	i2s_tx_inst.sdo_pipe	i2s_tx_inst.sdo_reg[23]	0
==> area by class of cell <==
cell class              instances  area [sq um]  share of cell area
well taps                     111         138.9             0.02142
inverters                       6         22.52            0.003473
flip-flops and latches        135          3914              0.6035
repair buffers                110          1079              0.1663
clock buffers                  18         417.9             0.06444
clock inverters                14         162.7             0.02508
multi-input cells             115         750.7              0.1158
Power figures rest on the tool's default switching activity, not on a simulated workload.
