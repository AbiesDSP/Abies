`/design/flow/design.v`:
```
interface audio_bus #(parameter DW = 24) (input logic clk);
    logic valid;
    logic ready;
    logic [DW-1:0] data;
    modport din(
        input clk, valid, data,
        output ready
    );
    modport dout (
        input ready,
        output valid, data
    );
endinterface
interface i2s_b #(parameter DW = 24) (input logic mclk);
    logic sclk;
    logic lrclk;
    logic sdi;
    logic sdo;
    modport m_tx (
        input mclk,
        output sclk, lrclk, sdo
    );
    modport m_rx (
        input mclk, sdi,
        output sclk, lrclk
    );
    modport m_bi (
        input mclk, sdi,
        output sclk, lrclk, sdo
    );
    modport s_rx (
        input mclk, sclk, lrclk, sdo
    );
    modport s_tx (
        input mclk, sclk, lrclk,
        output sdi
    );
    modport s_bi (
        input mclk, sclk, lrclk, sdo,
        output sdi
    );
endinterface
module fifo #(
    parameter DW = 24,
    parameter DEPTH = 4,
    parameter ALMOST_FULL = 1,
    parameter ALMOST_EMPTY = 1
) (
    input logic rst,  
    input logic clk,              
    input logic i_wr,             
    input logic [DW-1:0] i_wdata,
    output logic o_wfull,
    input logic i_rd,             
    output logic [DW-1:0] o_rdata,
    output logic o_rempty          
);
logic rclk;
assign rclk = clk;
localparam AW = $clog2(DEPTH);
logic [DW-1:0] ram [DEPTH-1:0];
logic [DW-1:0] ram_data = 0;
logic [AW:0] rd_ctr, wr_ctr;
logic [AW:0] rd_gray, wr_gray;
logic [AW-1:0] wr_addr, rd_addr;
initial rd_ctr = 0;
initial wr_ctr = 0;
assign rd_gray = rd_ctr ^ (rd_ctr >> 1);
assign rd_addr = rd_gray[AW] ? {~rd_gray[AW-1],rd_gray[AW-2:0]} : rd_gray[AW-1:0];
assign o_rdata = ram_data;
assign wr_gray = wr_ctr ^ (wr_ctr >> 1);
assign wr_addr = wr_gray[AW] ? {~wr_gray[AW-1],wr_gray[AW-2:0]} : wr_gray[AW-1:0];
generate
    logic [AW:0] diff;
    if (ALMOST_FULL | ALMOST_EMPTY) begin
        always @(*)
            if (wr_ctr > rd_ctr)
                diff = wr_ctr - rd_ctr;
            else if (wr_ctr != 0)
                diff = (((DEPTH<<1)-rd_ctr) + wr_ctr);
            else
                diff = 0;
    end
endgenerate
generate
    if (ALMOST_FULL) begin
        always @(posedge clk)
            if (diff > (DEPTH>>1))
                o_wfull <= 1;
            else
                o_wfull <= 0;
    end else begin
        always @(posedge clk)
            if ({~wr_ctr[AW],wr_ctr[AW-1:0]} == rd_ctr)
                o_wfull <= 1;
            else
                o_wfull <= 0;
    end
endgenerate
generate
    if (ALMOST_EMPTY) begin
        always @(posedge rclk)
            if (diff < (DEPTH>>1))
                o_rempty <= 1;
            else
                o_rempty <= 0;
    end else begin
        always @(posedge rclk)
            if (wr_ctr == rd_ctr)
                o_rempty <= 1;
            else
                o_rempty <= 0;
    end
endgenerate
integer i;
generate
    initial
        for (i = 0; i < DEPTH; i = i + 1)
            ram[i] = 0;
endgenerate
always @(posedge clk)
    if (i_wr)
        ram[wr_addr] <= i_wdata;
always @(posedge rclk)
        ram_data <= ram[rd_addr];
always @(posedge clk)
    if (i_wr)
        wr_ctr <= wr_ctr + 1;    
always @(posedge rclk)
    if (i_rd)
        rd_ctr <= rd_ctr + 1;
endmodule
```
`/design/flow/run.sh`:
```
#!/bin/bash
# OpenROAD 26Q1-2900-gdf79404cd8, Yosys 0.63+post, stock flow scripts
make -C /OpenROAD-flow-scripts/flow DESIGN_CONFIG=/design/flow/config.mk WORK_HOME=/design/flow/orfs finish
```
`/design/flow/config.mk`:
```
export PLATFORM = sky130hd
export DESIGN_NAME = fifo
export DESIGN_NICKNAME = fifo
export VERILOG_FILES = /design/flow/design.v
export SDC_FILE = /design/flow/constraint.sdc
export NUM_CORES = 4
export LEC_CHECK = 1
export CORE_UTILIZATION = 40
```
`/design/flow/constraint.sdc`:
```
current_design fifo

set clk_period 3.9
set clk_io_pct 0.2

create_clock -name clk0 -period $clk_period [get_ports {clk}]

set non_clock_inputs [all_inputs -no_clocks]
set_input_delay [expr $clk_period * $clk_io_pct] -clock clk0 $non_clock_inputs
set_output_delay [expr $clk_period * $clk_io_pct] -clock clk0 [all_outputs]
```
==> flow_summary.json <==
{
  "p_leak_nw": 2.02,
  "cp.arrival_ps": 2800,
  "ff_latch_area_sq_um": 3580,
  "crit_start": "rd_ctr[1]",
  "path_max_fanout": 26,
  "synth_flops": 128,
  "ys_cells": 190,
  "fin_util": 0.532,
  "synthFlopType": "edfxtp_1",
  "clock_latency_ps": 500,
  "diodes": 0,
  "fillCellCount": 846,
  "holdPathEnd": "ram_data[1]",
  "grt_pass1_vias": 2050,
  "die_area_sq_um": 11500,
  "drtIter0Drc": 120,
  "cts_setup_buffers": 0,
  "startpoint_type": "flop",
  "setup_tns_ps": 0,
  "routedWlPerCell_microns": 15.9,
  "clk_path_buf_depth": 2,
  "die_w_microns": 107,
  "vias_per_cell": 4.76,
  "hp-class": "flop to flop",
  "reg2reg_depth": 4,
  "setup_ws_ps": 1470,
  "htree_levels": 4,
  "status": "finished, final reports clean",
  "endpoint_kind": "flop",
  "clock-sinks": 128,
  "dpl.cell_count": 384,
  "vias": 1979,
  "r2r_end": "ram_data[18]",
  "post-dp-hpwl_mm": 3.81,
  "period_used_share": 0.622,
  "cts_buffers": 17,
  "hold_ws_ps": 534,
  "grt.total_usage": 0.137,
  "antenna_left": 0,
  "final_hold_viol_count": 0,
  "maxCapViolCount": 0,
  "powerDensity_nw_per_um2": 620,
  "finalCriticalPeriod_ps": 2430,
  "synth_seq_share": 0.808,
  "gp_congestion": 0.753,
  "ys_types": 23,
  "finalNonFillerCells": 416,
  "required_ps": 4270,
  "antenna_found_initial": 0,
  "comb_area_sq_um": 776,
  "synthToLayoutAreaGrowth_pct": 29.9,
  "async_flop_share": 0,
  "peakVddDrop_v": 0.000359,
  "max_slew.worst_pin.slew_ps": 656,
  "ioPinCount": 54,
  "min_path_cells": 1,
  "slew_headroom": 0.563,
  "ctsRootBufferMaster": "clkbuf_8",
  "cts_tree": "done",
  "core_area_sq_um": 10800,
  "min_from": "ram[0][1]",
  "rows": 38,
  "cts.hold.buffers_added": 0,
  "syn_inst": 190,
  "edf_count": 102,
  "yosysWarnings": 1,
  "cts_resized": 0,
  "fin_skew_ps": 9.13,
  "drc": 0,
  "syn_avg_cell_area_sq_um": 23.4,
  "grt_pass1_wl_mm": 10.5,
  "fp_util": 0.409,
  "pre_cts_ws_ps": 1330,
  "log.warning_count": 27,
  "rsz0062_at_grt": "false",
  "grt_overflow": 0,
  "finalSetupViolCount": 0,
  "critical_path_class": "flop to flop",
  "drv_slew": 0,
  "reg2reg_slack_ps": 1470,
  "reg2reg_from": "rd_ctr[1]",
  "port_buffers": 52,
  "dr.pass1.iters": 4,
  "drive_gt1_frac": 0.228,
  "finalWirelength_mm": 6.63,
  "die_height_microns": 107,
  "synth_area_sq_um": 4440,
  "fmax_ghz": 0.412,
  "path_clk_slew_ps": 60,
  "ys_area_sq_um": 4440,
  "grt_start_max_net_pins": 27
}
==> cell usage after synthesis (2+ instances only) <==
| library cell | instances | share of area |
|---|---|---|
| buf_12 | 2 | 0.0090 |
| mux4_2 | 20 | 0.10 |
| ha_1 | 6 | 0.017 |
| buf_2 | 3 | 0.0034 |
| and3_1 | 2 | 0.0028 |
| inv_1 | 7 | 0.0059 |
| edfxtp_1 | 102 | 0.69 |
| mux4_1 | 4 | 0.024 |
| nor2_1 | 3 | 0.0025 |
| xor2_1 | 3 | 0.0059 |
| dfxtp_1 | 26 | 0.12 |
==> cells by family after synthesis <==
family                   count (synthesis)  synth area share
AND/OR/NAND/NOR                         10            0.0118
adder cells (fa/ha/maj)                  7            0.0214
multiplexers                            24             0.125
XOR/XNOR                                 3           0.00592
AND-OR/OR-AND                            5           0.00705
buffers and inverters                   13            0.0209
flip-flops                             128             0.808
==> worst max-delay path by stage <==
stage,to,slack [ps],depth (start not counted)
after CTS,ram_data[17],1390,4
after global routing,ram_data[18],1260,4
final,ram_data[18],1470,4
==> report_power, final <==
group | switching, mW | total, mW | internal, mW
sequential | 0.0305 | 1.63 | 1.60
combinational | 0.121 | 0.324 | 0.203
clock | 0.573 | 1.62 | 1.05
==> critical path, stage by stage, from the launching register on <==
cell and delay, ps:
edfxtp_1 350, buf_4 260, ha_2 820, buf_4 320, mux4_2 540
==> routing by layer <==
layer | wire length, microns | vias up | GRT usage | part of all wire
li1 | - | 920 | - | -
met1 | 2730 | 967 | 0.212 | 0.41
met2 | 3200 | 84 | 0.196 | 0.48
met3 | 620 | 8 | 0.0704 | 0.094
met4 | 77 | 0 | 0.0245 | 0.012
met5 | 0 | - | 0 | 0
==> area by class of cell <==
type	count	share of cell area
Sequential cell	128	0.622
Multi-Input combinational cell	49	0.135
Timing Repair Buffer	60	0.101
Clock buffer	17	0.0719
Clock inverter	15	0.0358
Tap cell	140	0.0304
Inverter	7	0.00456
==> per-stage QoR <==
step	cell area [sq um]	power, mW
2_1_floorplan	4440	1.81
3_3_place_gp	5140	1.98
3_5_place_dp	5140	1.99
4_1_cts	5760	3.61
5_1_grt	5760	3.71
6_report	5760	3.57
==> placed cells by master (no fill, tap or decap) <==
cell type and count:
edfxtp_1 102, mux4_1 4, mux4_2 20, clkdlybuf4s50_1 52
bufinv_16 4, nor3b_2 1, inv_1 7, nor2_1 2
ha_1 5, nand2b_1 1, clkinvlp_4 2, xor2_1 3
inv_6 4, buf_4 8, clkinv_2 2, nand2_1 1
clkbuf_16 16, o22ai_1 1, a21o_1 1, a21oi_1 1
clkinv_4 3, clkbuf_8 1, nor2_4 1, nor2b_1 1
o21ai_0 1, ha_2 1, and3_1 2, dfxtp_1 26
fa_1 1, nand3_1 1, a211oi_1 1
==> state kept, by name, indices dropped and copies added, names as in the netlist <==
name      cells
wr_ctr        3
ram_data     24
ram          96
rd_ctr        3
o_rempty      1
o_wfull       1
Power and IR drop assume default switching activity.
