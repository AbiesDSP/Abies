==> ./design.v <==
interface audio_bus #(parameter DW = 24) (input logic clk);
    logic valid;
    logic ready;
    logic [DW-1:0] data;
    modport din(
        input clk, valid, data,
        output ready
    );
    modport dout (
        input ready,
        output valid, data
    );
endinterface
interface i2s_b #(parameter DW = 24) (input logic mclk);
    logic sclk;
    logic lrclk;
    logic sdi;
    logic sdo;
    modport m_tx (
        input mclk,
        output sclk, lrclk, sdo
    );
    modport m_rx (
        input mclk, sdi,
        output sclk, lrclk
    );
    modport m_bi (
        input mclk, sdi,
        output sclk, lrclk, sdo
    );
    modport s_rx (
        input mclk, sclk, lrclk, sdo
    );
    modport s_tx (
        input mclk, sclk, lrclk,
        output sdi
    );
    modport s_bi (
        input mclk, sclk, lrclk, sdo,
        output sdi
    );
endinterface
module fir #(
    parameter N_TAPS = 21,
    parameter IDW = $clog2(21),  
    localparam MAX_ADDR = N_TAPS - 1,
    parameter TW = 16,
    parameter DW = 16,
    localparam PW = TW + DW,
    localparam OW = TW + DW + IDW,
    parameter COEF_FILE = ""
) (
    input logic clk,
    input logic rst,
    input logic ce,
    output logic busy,
    output logic valid,
    input logic [DW-1:0] samp_i,
    output logic [DW-1:0] scaled_o,
    output logic [OW-1:0] samp_o
);
logic [TW-1:0] coef_ram [0:N_TAPS-1];
logic [IDW-1:0] coef_rd_addr;
logic signed [TW-1:0] tap;
logic [DW-1:0] samp_ram [0:N_TAPS-1];
logic [IDW-1:0] samp_rd_addr, samp_wr_addr;
logic signed [DW-1:0] samp;
logic bram_read_en;
logic last_addr;
logic [IDW-1:0] count;
logic count_en;
logic signed [PW-1:0] product;
logic signed [OW-1:0] accum;
logic signed [OW-1:0] accum_out;  
logic accum_en;
logic accum_rst;
generate
    if (COEF_FILE != "") begin: use_init_file
        initial
            $readmemh(COEF_FILE, coef_ram);
    end else begin: init_ram_to_zero
        integer ram_index;
        initial
            for (ram_index = 0; ram_index < N_TAPS; ram_index = ram_index + 1)
                coef_ram[ram_index] = {TW{1'b0}};
    end
endgenerate
integer ii;
initial begin
    for (ii=0; ii<N_TAPS; ii=ii+1)
        samp_ram[ii] = 0;
end
assign scaled_o = accum_out[OW-1:TW+IDW];
assign samp_o = accum_out;
logic [2:0] av;
logic last_tap;
logic [2:0] in_pipe;
assign last_tap = coef_rd_addr == MAX_ADDR;
assign accum_rst = in_pipe[2];
always @(posedge clk) begin
    valid <= 0;
    if (av[2]) begin
        valid <= 1;
        accum_out <= accum;
    end
end
always @(posedge clk) begin
    if (rst) begin
        samp_rd_addr <= 0;
        coef_rd_addr <= 0;
        bram_read_en <= 0;
        accum_en <= 0;
        av <= 0;
        in_pipe <= 0;
    end else begin
        av <= {av[1:0], last_tap};
        in_pipe <= {in_pipe[1:0], ce};
        if (av[2] && in_pipe != 0)
            accum_en <= 0;
        if (ce) begin
            samp_rd_addr <= samp_wr_addr;
            coef_rd_addr <= 0;
            bram_read_en <= 1;
        end else begin
            if (in_pipe[2]) begin
                accum_en <= 1;
            end
            if (last_tap) begin
                bram_read_en <= 0;
            end
            if (bram_read_en) begin
                samp_rd_addr <= samp_rd_addr - 1;
                if (samp_rd_addr == 0)
                    samp_rd_addr <= MAX_ADDR;
                coef_rd_addr <= coef_rd_addr + 1;
            end
        end
    end
end
initial tap = 0;
always @(posedge clk) begin
    tap <= coef_ram[coef_rd_addr];
end
initial samp_wr_addr = 0;
always @(posedge clk) begin
    if (ce) begin
        samp_wr_addr <= samp_wr_addr + 1;
        if (samp_wr_addr == MAX_ADDR) begin
            samp_wr_addr <= 0;
        end
    end
end
initial samp = 0;
always @(posedge clk) begin
    if (ce) begin
        samp_ram[samp_wr_addr] <= samp_i;
    end
    samp <= samp_ram[samp_rd_addr];
end
always @(posedge clk)
    product <= tap * samp;
always @(posedge clk)
    if (accum_rst) begin
        accum <= product;
    end else begin
        if (accum_en) begin
            accum <= accum + product;
        end
    end
endmodule
==> ./run.sh <==
#!/bin/bash
# OpenROAD 26Q1-2900-gdf79404cd8, Yosys 0.63+post, stock flow scripts
make -C /OpenROAD-flow-scripts/flow DESIGN_CONFIG=/design/flow/config.mk WORK_HOME=/design/flow/orfs finish
==> ./config.mk <==
export PLATFORM = sky130hd
export DESIGN_NAME = fir
export DESIGN_NICKNAME = fir
export VERILOG_FILES = /design/flow/design.v
export SDC_FILE = /design/flow/constraint.sdc
export NUM_CORES = 4
export LEC_CHECK = 1
export CORE_AREA = 10 10 70 70
export DIE_AREA = 0 0 80 80
==> ./constraint.sdc <==
current_design fir

set clk_period 2.1
set clk_io_pct 0.2

create_clock -name clk0 -period $clk_period [get_ports {clk}]

set non_clock_inputs [all_inputs -no_clocks]
set_input_delay [expr $clk_period * $clk_io_pct] -clock clk0 $non_clock_inputs
set_output_delay [expr $clk_period * $clk_io_pct] -clock clk0 [all_outputs]
==> results.py <==
# Flow results
metrics = {
    "global_routing": {
        "grt_pass1_vias": 490,
        "grt_pass1_wl_um": 1980,
        "grt_usage_pct": 3.53,
        "overflow": 0,
        "antenna_found_initial": 0,
        "grt_max_degree": 13,
    },
    "cells_and_area": {
        "final_cell_mix": "conb_1, dfxtp_1, nor3_1",
        "area_growth_pct": -12.9,
        "final_common_cell": "conb_1",
        "drive_gt1_share_pct": 8.25,
        "fin_cells": 143,
        "logic_area_sq_um": 397,
        "fillCellCount": 389,
        "fin_util_pct": 21.4,
        "regArea_sq_um": 200,
    },
    "job": {
        "maxCapViolations": 0,
        "warnings": 42,
    },
    "cts": {
        "cts_hold_buf": 0,
        "htree_levels": 1,
        "post-cts-setup-buffers": 0,
        "numCtsBuffers": 3,
        "cts_tree": "built",
        "cts_resized": 0,
        "clock_latency_ns": 0.26,
        "cts_buffer_depth": 2,
        "clock_sinks": 10,
        "root_buffer": "clkbuf_4",
        "clk_pin_slew_ns": 0.06,
    },
    "worst_setup_path": {
        "crit_path_max_incr_delay_ns": 0.45,
        "crit_path_end_kind": "primary output",
        "crit_family": "buffers and inverters",
        "critPathBufInv": 1,
        "cpMaxStageDelayCell": "clkdlybuf4s50_1",
        "crit_required_ns": 1.68,
        "cp_max_fo": 1,
        "crit_type": "register to primary output",
        "start_kind": "register",
        "worstPathArrival_ns": 1.01,
        "cp_cell_sequence": "clkdlybuf4s50_1",
    },
    "power": {
        "vdd_drop_max_mv": 0.147,
        "p_leak_nw": 0.375,
        "power_density_mw_per_mm2": 536,
    },
    "synth": {
        "postSynthCellCount": 94,
        "ys_cells": 94,
        "synth.distinct_cells": 21,
        "yosysChipArea_sq_um": 841,
        "top_cell_area_share_pct": 50.0,
        "synth-warning-count": 2,
        "synth_area_per_cell_sq_um": 8.94,
        "ys_seq_share_pct": 23.8,
        "ys.flops": 10,
        "top_cells_by_area": "buf_4, dfxtp_1, ha_1",
        "yosysTopAreaCell": "buf_4",
        "syn_area_sq_um": 841,
    },
    "worst_hold_path": {
        "hp-class": "register to register",
    },
    "die": {
        "design.core.area_sq_mm": 0.00342,
        "fp-row-count": 21,
        "dieArea_sq_mm": 0.00640,
        "die_h_um": 80,
        "die_w_um": 80,
        "ioPinCount": 74,
        "fp_util_pct": 24.6,
    },
    "routing": {
        "diodes": 0,
        "wirelength_um": 1290,
        "dr_total_vias": 407,
        "wire_per_inst_um": 9.04,
        "drtIter0Drc": 21,
        "viasPerCell": 2.85,
        "drt_pre_antenna_iters": 2,
        "drc": 0,
        "ant_nets": 0,
    },
    "placed_design": {
        "numPortBuffers": 3,
        "gp_congestion": 0.741,
        "detailed_place_hpwl_um": 1120,
        "place_inst": 139,
    },
    "final_timing": {
        "final-setup-viol-count": 0,
        "rsz0062_at_grt": "no",
        "fin_crit_sh_pct": 68.0,
        "tns_ns": 0,
        "min_period_ns": 1.43,
        "max_freq_ghz": 0.701,
        "finalClockSkew_ns": 0.000744,
        "drv_slew": 0,
        "hold_violations": 0,
    },
    "status": {
        "outcome": "finished, final reports clean",
    },
}
[final timing paths]
kind | startpoint | endpoint | slack [ns] | cells after the start
setup / recovery | valid$_DFF_P_ | valid | 0.67 | 1
hold / removal | av[2]$_SDFF_PP0_ | valid$_DFF_P_ | 0.33 | 0
setup reg to reg | coef_rd_addr[0]$_SDFFE_PP0P_ | coef_rd_addr[4]$_SDFFE_PP0P_ | 0.93 | 3
hold reg to reg | av[2]$_SDFF_PP0_ | valid$_DFF_P_ | 0.33 | 0
[sequential cells by signal, indices dropped and copies added, names as in the netlist]
| register | cells |
|---|---|
| av | 3 |
| bram_read_en | 1 |
| coef_rd_addr | 5 |
| valid | 1 |
[stage by stage]
stage / hold slack (ns) / power (mW) / area (sq um) / setup slack (ns)
2_1_floorplan: 0.310 / 0.293 / 1040 / 1.02
3_3_place_gp: 0.312 / 0.232 / 696 / 0.433
3_5_place_dp: 0.315 / 0.233 / 696 / 0.417
4_1_cts: 0.330 / 0.403 / 732 / 0.652
5_1_grt: 0.333 / 0.412 / 732 / 0.632
6_report: 0.327 / 0.392 / 732 / 0.673
[logic make-up after synthesis]
logic type | count (synthesis) | synth area share [%]
multiplexers | 3 | 4.31
XOR/XNOR | 1 | 1.04
flip-flops | 10 | 23.8
AND/OR/NAND/NOR | 14 | 11.0
buffers and inverters | 60 | 52.7
adder cells (fa/ha/maj) | 2 | 2.98
other | 1 | 0.446
AND-OR/OR-AND | 3 | 3.72
[power breakdown]
part	leakage, nW	switching [mW]	internal (mW)
registers	0.0810	0.00595	0.193
clock network	0.0210	0.0620	0.105
logic	0.273	0.0157	0.0104
[metal layers]
metal	share of wire (%)	GRT usage, %	wire length [um]
met1	44	4.03	569
met2	48	6.58	622
met5	0	0	0
met3	7.9	0.568	102
met4	0	0.880	0
[synth_stat cells]
cell      instances
buf_4            56
dfxtp_1          10
nor3_1            4
inv_1             3
nor2b_1           3
ha_1              2
nor3b_1           2
a211oi_2          1
a21bo_2           1
a22o_1            1
buf_6             1
conb_1            1
mux2_1            1
mux2_4            1
mux2i_1           1
nand3b_1          1
nand4_1           1
nand4_2           1
nand4b_1          1
nor2_1            1
xnor2_1           1
[cell type report]
type                            instances  share of cell area, %
Inverter                                3                   1.54
Tap cell                               46                   7.86
Sequential cell                        10                   27.4
Multi-Input combinational cell         77                   54.2
Clock buffer                            4                   4.96
Timing Repair Buffer                    3                   4.10
Power figures rest on the tool's default switching activity, not on a simulated workload.
