$ cat flow/design.v
interface audio_bus #(parameter DW = 24) (input logic clk);
    logic valid;
    logic ready;
    logic [DW-1:0] data;
    modport din(
        input clk, valid, data,
        output ready
    );
    modport dout (
        input ready,
        output valid, data
    );
endinterface
interface i2s_b #(parameter DW = 24) (input logic mclk);
    logic sclk;
    logic lrclk;
    logic sdi;
    logic sdo;
    modport m_tx (
        input mclk,
        output sclk, lrclk, sdo
    );
    modport m_rx (
        input mclk, sdi,
        output sclk, lrclk
    );
    modport m_bi (
        input mclk, sdi,
        output sclk, lrclk, sdo
    );
    modport s_rx (
        input mclk, sclk, lrclk, sdo
    );
    modport s_tx (
        input mclk, sclk, lrclk,
        output sdi
    );
    modport s_bi (
        input mclk, sclk, lrclk, sdo,
        output sdi
    );
endinterface
`default_nettype none
module buffer(
    input wire clk,
    input wire rst,
    input wire en,
    output reg valid,
    output reg ready,
    input wire [31:0] sample_i,
    output reg [31:0] sample_o
);
parameter DELAY = 8;
reg [31:0] sample_shift [0:DELAY-1];
reg valid_shift [0:DELAY-1];
integer i;
initial valid = 0;
initial ready = 0;
initial sample_o = 0;
always @(posedge clk) begin
    if (rst) begin
        sample_o <= 0;
        valid <= 0;
        ready <= 0;
    end else begin
        ready <= 1;
        valid_shift[0] <= en;
        sample_shift[0] <= sample_i;
        for (i = 1; i < DELAY; i++) begin
            sample_shift[i] <= sample_shift[i-1];
            valid_shift[i] <= valid_shift[i-1];
        end
        sample_o <= sample_shift[DELAY-1];
        valid <= valid_shift[DELAY-1];
    end
end
endmodule
$ cat flow/run.sh
#!/bin/bash
# OpenROAD 26Q1-2900-gdf79404cd8, Yosys 0.63+post, stock flow scripts
make -C /OpenROAD-flow-scripts/flow DESIGN_CONFIG=/design/flow/config.mk WORK_HOME=/design/flow/orfs finish
$ cat flow/config.mk
export PLATFORM = sky130hd
export DESIGN_NAME = buffer
export DESIGN_NICKNAME = buffer
export VERILOG_FILES = /design/flow/design.v
export SDC_FILE = /design/flow/constraint.sdc
export NUM_CORES = 4
export LEC_CHECK = 1
export CORE_UTILIZATION = 40
$ cat flow/constraint.sdc
current_design buffer

set clk_period 1.2
set clk_io_pct 0.2

create_clock -name clk0 -period $clk_period [get_ports {clk}]

set non_clock_inputs [all_inputs -no_clocks]
set_input_delay [expr $clk_period * $clk_io_pct] -clock clk0 $non_clock_inputs
set_output_delay [expr $clk_period * $clk_io_pct] -clock clk0 [all_outputs]
==> notes.md <==
impl run done, here's what came out: final WL 8.57 mm, Die Wd 151 um, Setup CP Type register to output pin, slowest CP cell dfxtp_2, Post-Syn Area around 8900 sq um, reg2reg end sample_shift[2][6], Crit. End Element output pin, required time worst endpoint 0.96 ns, grt total ovfl 0, first-pass GRT wire length between 10 and 15 mm, CORE AREA 21800 sq um, Root Driver clkbuf_16, Worst R2R Path Depth 0, Num CTS Buffers 28, Die Y 151 um, wire length per cell 11.3 um, antenna-violating nets left 0, layout cells sized above 1 24.2%, clk latency late pin 0.51 ns, Synth area leader edfxtp_1, number of cells in Yosys stat between 300 and 400, DIE AREA 22800 sq um, Initial DRC Count 250, Final GP Congestion 0.695, RSZ-0062 raised after global routing yes, Commonest flop edfxtp_1, power per cell area 1920 nW/um^2, Tcrit/Tclk final 97.5%, DRC viols 0, ys flops around 300, Avg Inst Size Synth 26.5 sq um, hold depth 1, Top cells by area edfxtp_1 89%, dfxtp_1 7.7%, nor2b_1 2.0%, and2b_2 0.40%, buf_6 0.38%, Floorplan Utilization 40.7%, Worst setup SP type register, CTS tree yes, total inserted antenna cells 0, Max VDD drop 1260 uV, Fin Setup TNS 0 ns, vias in the first global route 2905, maximum fanout along the worst path 1, post-synthesis async set-or-reset flop share 0%, Arr. time, crit path 0.93 ns, Worst-path clk slew roughly 0.060 ns, Vias/cell between 4 and 5, Clock Path Buffers 3, initial antenna violation count 0, reg-to-reg slack, setup 0.45 ns, CP cell instances buf_2, Area Overhead vs Synth 24.0%, FF-to-FF Start sample_shift[1][6], pin count of the biggest net entering global routing 34, Period minus WS final 1.17 ns, overall power 21.1 mW, Seq share, synth 97.1%, hold_sp sample_i[2], max_slew headroom 80.4%, Worst Clk Skew 0.177 ns, # setup viols final 0, final hold slack ~0.27 ns, Max Cap Viol 0, hold worst-path end sample_shift[0][2], status complete, no violations, FP Rows 54, number of port buffers 68, TritonRoute pass-1 iters 4, synth warn 3, Largest delay share family, worst path flip-flops, H-tree depth 1, CTS Hold Buffers Added 0, pin slew with the least headroom to its limit 0.294 ns, Yosys top cell by instances edfxtp_1, Final Hold Fails 0, number of enable flip-flop cells between 200 and 300, Mapped Cells 335, Buf/Inv on CP 1, GRT Util Overall 8.38%, clk sink count 298, Max Freq approximately 0.85 GHz, post-synth cell types 6, tool warnings 27, Leak a little under 4 nW, hold crit path type input port to register, Synth top area share 89.5%, I/O pin total about 69, Worst path max stage delay ~0.31 ns, fin. max-slew vios 0, most frequent cells after synthesis 264 x edfxtp_1, 34 x dfxtp_1, 29 x nor2b_1, YS chip area 8860 sq um, hpwl dp 5.09 mm, Vias 3048
[sequential cells by signal (all words and copies together) (netlist names)]
signal / cells
sample_shift: 256
sample_o: 32
valid_shift: 8
ready: 1
valid: 1
[repair_timing]
| item | in CTS | in global routing |
|---|---|---|
| buffers inserted | 0 | 2 |
| endpoints found under the setup margin | 34 | 15 |
| hold endpoints to repair | 0 | 0 |
| resized | 109 | 1 |
[per-layer routing]
metal	share of wire [%]	up-vias	track usage (%)
met4	1.6	0	1.45
met5	0	-	0
li1	-	1548	-
met3	7.9	7	2.86
met2	44	64	11.4
met1	47	1429	15.3
[metrics by stage]
stage	utilization, %	setup WS, ns	instances	area (sq um)
after global placement	46.9	-0.402	705	10200
after detailed placement	46.9	-0.401	705	10200
after global routing	50.5	-0.0207	759	11000
after CTS	50.4	0.00182	757	11000
after floorplan	-	-3.48	335	8870
final	50.5	0.0300	759	11000
[worst max-delay path by stage]
stage,from,end,cells after the start
after CTS,sample_o[13],sample_o[13],1
after global routing,sample_o[8],sample_o[8],1
final,sample_o[8],sample_o[8],1
[where the power goes]
group | switching, mW | internal (mW) | total [mW]
Combinational | 0.226 | 0.277 | 0.503
Sequential | 0.131 | 12.0 | 12.1
Clock | 3.37 | 5.15 | 8.52
[cells by family after synthesis]
group         Yosys count  share of synthesized area, %
buf+inv                 4                         0.423
simple gates           33                          2.44
flops                 298                          97.1
[cell type report]
| cell class | count | area, sq um |
|---|---|---|
| Clock inverter | 19 | 198 |
| Tap cell | 280 | 350 |
| Sequential cell | 298 | 8620 |
| Timing Repair Buffer | 95 | 876 |
| Multi-Input combinational cell | 33 | 216 |
| Fill cell | 1686 | 10800 |
| Inverter | 1 | 7.51 |
| Clock buffer | 33 | 719 |
[layout by cell type (no fill, tap or decap), drive strengths merged]
cell | netlist | layout
edfxtp | 264 | 264
buf | 3 | 61
clkdlybuf4s50 | 0 | 34
dfxtp | 34 | 34
clkbuf | 0 | 33
nor2b | 29 | 29
clkinv | 0 | 13
and2b | 4 | 4
bufinv | 0 | 4
inv | 1 | 2
clkinvlp | 0 | 1
Power and IR drop assume default switching activity.
