<file path="./design.v">
interface audio_bus #(parameter DW = 24) (input logic clk);
    logic valid;
    logic ready;
    logic [DW-1:0] data;
    modport din(
        input clk, valid, data,
        output ready
    );
    modport dout (
        input ready,
        output valid, data
    );
endinterface
interface i2s_b #(parameter DW = 24) (input logic mclk);
    logic sclk;
    logic lrclk;
    logic sdi;
    logic sdo;
    modport m_tx (
        input mclk,
        output sclk, lrclk, sdo
    );
    modport m_rx (
        input mclk, sdi,
        output sclk, lrclk
    );
    modport m_bi (
        input mclk, sdi,
        output sclk, lrclk, sdo
    );
    modport s_rx (
        input mclk, sclk, lrclk, sdo
    );
    modport s_tx (
        input mclk, sclk, lrclk,
        output sdi
    );
    modport s_bi (
        input mclk, sclk, lrclk, sdo,
        output sdi
    );
endinterface
module i2s_clkgen #(
    parameter DW = 24,
    parameter FS_RATIO = 256,
    localparam LR_CTR_SIZE = $clog2(FS_RATIO),
    localparam SCLK_DIV = FS_RATIO / (4*(DW+1)),
    localparam SCLK_CTR_SIZE = $clog2(SCLK_DIV)
) (
    input logic clk,
    input logic rst,
    output logic sclk,
    output logic lrclk
);
logic [7:0] sclk_ctr = 0;
logic [7:0] lr_ctr = 0;
initial lrclk = 1;
always @(posedge clk) begin
    if (rst) begin
        sclk_ctr <= 0;
        sclk <= 0;
        lr_ctr <= 0;
        lrclk <= 1;
    end else begin
        sclk_ctr <= sclk_ctr + 1;
        lr_ctr <= lr_ctr + 1;
        if (sclk_ctr == (SCLK_DIV - 1)) begin
            sclk_ctr <= 0;
            sclk <= !sclk;
        end
        if (lr_ctr[6:0] == '1) begin
            sclk_ctr <= 0;
            sclk <= 0;
            lrclk <= !lrclk;
        end
    end
end
endmodule
</file>
<file path="./config.mk">
export PLATFORM = sky130hd
export DESIGN_NAME = i2s_clkgen
export DESIGN_NICKNAME = i2s_clkgen
export VERILOG_FILES = /design/flow/design.v
export SDC_FILE = /design/flow/constraint.sdc
export NUM_CORES = 4
export LEC_CHECK = 1
export CORE_AREA = 10 10 88 88
export DIE_AREA = 0 0 98 98
</file>
<file path="./constraint.sdc">
current_design i2s_clkgen

set clk_period 2.5
set clk_io_pct 0.2

create_clock -name clk0 -period $clk_period [get_ports {clk}]

set non_clock_inputs [all_inputs -no_clocks]
set_input_delay [expr $clk_period * $clk_io_pct] -clock clk0 $non_clock_inputs
set_output_delay [expr $clk_period * $clk_io_pct] -clock clk0 [all_outputs]
</file>
<file path="./run.sh">
#!/bin/bash
# OpenROAD 26Q1-2900-gdf79404cd8, Yosys 0.63+post, stock flow scripts
make -C /OpenROAD-flow-scripts/flow DESIGN_CONFIG=/design/flow/config.mk WORK_HOME=/design/flow/orfs finish
</file>
==> ci_impl_report.md <==
## Implementation flow summary

| Metric | Value |
|---|---|
| HPWL Detailed | 846.5 µm |
| Antenna violations before repair | 0 |
| Final setup fails | 0 |
| Mapped Cells | 76 |
| Top Layer Used | met3 |
| Ys Warns | 1 |
| DIE HEIGHT | 98 µm |
| Peak supply drop | 0.3680 mV |
| Psw | 0.0001325 W |
| Worst setup path class | flop to flop |
| FP Rows | 28 |
| Post-route setup TNS | 0 ns |
| P per Cell Area | 636.8 nW/µm² |
| DR vias/cell | 3.427 |
| Post-CTS Resized | 0 |
| Pleak | 0.2702 nW |
| Register share of total power | 54.0% |
| Clock power share | 37.1% |
| CTS tree | done |
| CTS max path bufs | 2 |
| Top Ports | 4 |
| Hold slack | 0.4666 ns |
| Most common logic cell in the routed design | dfxtp_1 |
| Critical path capture point type | flop |
| Max Fclk | 587.0 MHz |
| Synth Cell Area | 700.7 µm² |
| Logic pwr share | 8.9% |
| DR WL/cell | 7.465 µm |
| Clock-pin slew on the worst setup and hold paths | 0.07 ns |
| DR WL met2 | 526 µm |
| Largest net degree at the start of global routing | 11 |
| Switching share of power | 24.00% |
| Most numerous logic cells after layout | dfxtp_1 (17), nand3_1 (8), o21ai_0 (7) |
| Total Power | 0.0005521 W |
| Via count | 538 |
| Netlist cell types | 20 |
| Hold Violations, Final | 0 |
| Layout cells sized above 1 | 8.537% |
| Worst slew pin tran | 0.6827 ns |
| Global-route wire length before repair | 1.869 mm |
| Core ar. | 5921 µm² |
| Fraction of registers with async set/reset | 0% |
| # port buffers | 3 |
| Critical Path AT | 1.81 ns |
| Yosys stat area | 700.7 µm² |
| Clk sinks | 17 |
| CP Max Fanout | 7 |
| OpenROAD warning count | 26 |
| Vias in the first global route | 425 |
| Fin. max-slew vios | 0 |
| CTS Hold Bufs | 0 |
| R2R Setup Slk | 0.80 ns |
| Post-CTS setup buffers | 0 |
| Internal power | 0.0004196 W |
| Most used flip-flop cell | dfxtp_1 |
| H-Tree Level Count | 1 |
| Total cells reported by yosys after synthesis | 76 |
| Max_cap viols | 0 |
| FP Util | 11.83% |
| Startpoint Class | flop |
| Gr usage total | 2.144% |
| RSZ-0062 raised after global routing | no |
| Post-DRT Antenna Nets | 0 |
| Inserted Clock Buffers | 3 |
| Area Overhead vs Synth | 23.75% |
| Met3 wire len | 22 µm |
| Fin crit period | 1.704 ns |
| Final Wtd Congestion | 0.7660 |
| Chip area | 9604 µm² |
| Metal1 wirelength | 623 µm |
| Drt drc | 0 |
| Drt pass-1 iters | 4 |
| Final period utilization | 68.14% |
| Die W | 98 µm |
| Avg Cell Area, Syn | 9.219 µm² |
| CP Data Required Time | 2.61 ns |
| Grt ovf | 0 |
| Post-synth EDFFs | 0 |
| Antenna diode count | 0 |
| CTS root buf | clkbuf_8 |
| Final Util | 14.65% |
| Sequential share of the synthesized area | 48.57% |
| HP Class | flop to flop |
| Iteration-0 DRC Markers | 28 |
| Status | complete, no violations |
| Worst-skew pair later-pin latency | 0.25 ns |
| Post-Route WL | 1.172 mm |
| Slew margin rel. | 54.39% |
| Ys flops | 17 |
| Clk_skew | 0.006174 ns |
final cells by class:
class	count	area [µm²]
fillers	657	5054
multi-input cells	56	349.1
well taps	75	93.84
clock inverters	1	5.005
inverters	2	7.507
repair buffers	3	30.03
clock buffers	3	41.29
flip-flops and latches	17	340.3
routing by layer:
metal / up-vias / global-route usage (%)
met3: 0 / 0.5690
met4: 0 / 0.3356
met1: 247 / 3.026
met5: - / 0
met2: 8 / 3.249
li1: 283 / -
metrics by stage:
stage	setup slack (ns)	instance area, µm²	std cells
floorplan	0.9803	700.7	76
global placement	0.7147	820.8	153
detailed placement	0.6845	820.8	153
CTS	0.8044	867.1	157
global route	0.7196	867.1	157
finish	0.7964	867.1	157
state kept, by name, summed over array words and instances (netlist names):
signal and flops:
sclk 1, lr_ctr 7, sclk_ctr 8, lrclk 1
critical path, cell delays in order, from the launching register on:
cell and delay (ns):
dfxtp_1 0.42, ha_1 0.16, or4b_4 0.46, nor2_1 0.44, a211oi_1 0.09
cell usage after synthesis (2+ instances only):
cell	number	area, µm²
nor3_1	5	25.02
inv_1	2	7.510
xnor2_1	2	17.52
o21ai_0	7	35.03
dfxtp_1	17	340.3
nand3_1	8	40.04
ha_1	3	37.54
a211oi_1	3	22.52
or3_1	6	37.54
xor2_1	4	35.03
nor2_1	6	22.52
a21oi_1	3	15.01
nand2_1	3	11.26
kinds of logic (layout without fill, tap and decap cells):
logic type	Yosys count	count (layout)	share of synthesized area (%)
simple gates	33	33	25.54
fa+ha+maj	3	3	5.358
compound gates	14	14	11.43
flops	17	17	48.57
xor+xnor	6	6	7.500
buf+inv	3	9	1.607
power groups by stage:
stage / sequential (W) / combinational, W / clock [W]
5_1_grt: 0.000301 / 0.0000557 / 0.000224
4_1_cts: 0.000298 / 0.0000498 / 0.000215
6_report: 0.000298 / 0.0000491 / 0.000205
worst paths after layout:
path         depth (start not counted)         from           to
max                                  4  sclk_ctr[0]  sclk_ctr[6]
min                                  1    lr_ctr[0]    lr_ctr[0]
max reg2reg                          4  sclk_ctr[0]  sclk_ctr[6]
min reg2reg                          1    lr_ctr[0]    lr_ctr[0]
Power figures rest on the tool's default switching activity, not on a simulated workload.
