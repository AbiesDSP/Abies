[design/flow/design.v]
interface audio_bus #(parameter DW = 24) (input logic clk);
    logic valid;
    logic ready;
    logic [DW-1:0] data;
    modport din(
        input clk, valid, data,
        output ready
    );
    modport dout (
        input ready,
        output valid, data
    );
endinterface
interface i2s_b #(parameter DW = 24) (input logic mclk);
    logic sclk;
    logic lrclk;
    logic sdi;
    logic sdo;
    modport m_tx (
        input mclk,
        output sclk, lrclk, sdo
    );
    modport m_rx (
        input mclk, sdi,
        output sclk, lrclk
    );
    modport m_bi (
        input mclk, sdi,
        output sclk, lrclk, sdo
    );
    modport s_rx (
        input mclk, sclk, lrclk, sdo
    );
    modport s_tx (
        input mclk, sclk, lrclk,
        output sdi
    );
    modport s_bi (
        input mclk, sclk, lrclk, sdo,
        output sdi
    );
endinterface
module dds #(
    parameter WFM_FILE = "",
    parameter DEPTH = 1024,
    parameter TW = 10,
    parameter OW = 24,
    parameter PW = 15,
    parameter TABLE_TYPE = "FULL",
    parameter RAM_PERFORMANCE = "LOW_LATENCY"
) (
    input logic clk,
    input logic rst,
    input logic ce,
    output logic valid,
    input logic [TW-1:0] tuning_word,
    output logic [OW-1:0] ampl,
    input logic [PW-1:0] start_phase,
    input logic wfm_wea,
    input logic [$clog2(DEPTH)-1:0] wfm_waddr,
    input logic [OW-1:0] wfm_din
);
localparam AW = $clog2(DEPTH);
localparam RAM_LAT = (RAM_PERFORMANCE == "LOW_LATENCY") ? 2 : 3;
logic [OW-1:0] wfm_table [0:DEPTH-1];
logic [OW-1:0] wfm_data = {OW{1'b0}};
logic [OW-1:0] wfm_out;
logic wfm_rd_en;
logic [AW-1:0] wfm_raddr;
logic [PW-1:0] phase_acc = {PW{1'b0}};
logic phase_valid = 1'b0;
logic ram_valid = 1'b0;
genvar negate_index;
generate
    if (TABLE_TYPE == "FULL") begin: full_wave_table
        assign wfm_raddr = phase_acc[PW-1:PW-AW];
        assign ampl = wfm_out;
        assign wfm_rd_en = phase_valid;
        assign valid = ram_valid;
    end else if (TABLE_TYPE == "HALF") begin: half_wave_table
        logic [RAM_LAT-1:0] negate = {RAM_LAT{1'b0}};
        always @(posedge clk) begin
            wfm_rd_en <= phase_valid;
            valid <= ram_valid;
            negate <= {negate[RAM_LAT-2:0], phase_acc[PW-1]};
            if (phase_valid) begin
                wfm_raddr <= phase_acc[PW-1] ? ~phase_acc[PW-2:PW-AW-1] : phase_acc[PW-2:PW-AW-1];
            end
            if (ram_valid) begin
                ampl <= negate[RAM_LAT-1] ? -wfm_out : wfm_out;
            end
        end
    end else if (TABLE_TYPE == "QUARTER") begin: quarter_wave_table
        reg [RAM_LAT-1:0] negate = {RAM_LAT{1'b0}};
        always @(posedge clk) begin
            wfm_rd_en <= phase_valid;
            valid <= ram_valid;
            negate <= {negate[RAM_LAT-2:0], phase_acc[PW-1]};
            if (phase_valid) begin
                wfm_raddr <= phase_acc[PW-2] ? ~phase_acc[PW-3:PW-AW-2] : phase_acc[PW-3:PW-AW-2];
            end
            if (ram_valid) begin
                ampl <= negate[RAM_LAT-1] ? -wfm_out : wfm_out;
            end
        end
    end
endgenerate
generate
    if (WFM_FILE != "") begin: use_init_file
        initial
            $readmemh(WFM_FILE, wfm_table, 0, DEPTH-1);
    end else begin: init_bram_to_zero
        integer ram_index;
        initial
            for (ram_index = 0; ram_index < DEPTH; ram_index = ram_index + 1)
                wfm_table[ram_index] = {OW{1'b0}};
    end
endgenerate
generate
    if (RAM_PERFORMANCE == "LOW_LATENCY") begin
        assign wfm_out = wfm_data;
        always @(posedge clk) begin
            ram_valid <= wfm_rd_en;
        end
    end else begin
        reg [OW-1:0] wfm_oreg = {OW{1'b0}};
        reg wfm_oreg_rd_en;
        always @(posedge clk)
            if (rst)
                wfm_oreg <= {OW{1'b0}};
            else if (wfm_oreg_rd_en)
                wfm_oreg <= wfm_data;
        assign wfm_out = wfm_oreg;
        always @(posedge clk) begin
            wfm_oreg_rd_en <= wfm_rd_en;
            ram_valid <= wfm_oreg_rd_en;
        end
    end
endgenerate
always @(posedge clk) begin
    if (wfm_wea)
        wfm_table[wfm_waddr] <= wfm_din;
    if (wfm_rd_en)
        wfm_data <= wfm_table[wfm_raddr];
end
always @(posedge clk) begin
    phase_valid <= ce;
    if (rst)
        phase_acc <= start_phase;
    else if (ce)
        phase_acc <= phase_acc + {{PW-TW{1'b0}},tuning_word};
end
endmodule
[design/flow/run.sh]
#!/bin/bash
# OpenROAD 26Q1-2900-gdf79404cd8, Yosys 0.63+post, stock flow scripts
make -C /OpenROAD-flow-scripts/flow DESIGN_CONFIG=/design/flow/config.mk WORK_HOME=/design/flow/orfs finish
[design/flow/config.mk]
export PLATFORM = sky130hd
export DESIGN_NAME = dds
export DESIGN_NICKNAME = dds
export VERILOG_FILES = /design/flow/design.v
export SDC_FILE = /design/flow/constraint.sdc
export NUM_CORES = 4
export LEC_CHECK = 1
export CORE_UTILIZATION = 50
export SYNTH_MEMORY_MAX_BITS = 65536
[design/flow/constraint.sdc]
current_design dds

set clk_period 517.7
set clk_io_pct 0.2

create_clock -name clk0 -period $clk_period [get_ports {clk}]

set non_clock_inputs [all_inputs -no_clocks]
set_input_delay [expr $clk_period * $clk_io_pct] -clock clk0 $non_clock_inputs
set_output_delay [expr $clk_period * $clk_io_pct] -clock clk0 [all_outputs]
==> results.tsv <==
metric	value	unit
status	complete, but fails checks	
violations	capacitance limit, slew limit	
hold_viol	0	
fill_cells	132000	
cp_max_fo	13	
drtIter0Drc	34100	
pre_cts_slack	409270	ps
drv_slew	13	
synthFlopType	edfxtp_1	
die_h	1380	um
htree_levels	8	
synth.distinct_cells	88	
warning_count	38	
die_width	1380	um
grt_start_max_net_pins	114	
finClkSkew	108	ps
fin_hold_ws	677	ps
clk_pin_slew	60	ps
layout.area.seq	739000	um2
worstPathCellList	clkdlybuf4s50_1, buf_4, nor2b_2, nand3_4, buf_4, buf_4, buf_4, nor2_2, buf_4	
end_kind	flop	
drive_gt1_share	31.4	%
fp_util	50.1	%
place_congestion	1.01	
ys_cells	40400	
dp_hpwl	1990000	um
cts.sinks	24600	
syn_inst	40400	
overflow	0	
relSlewSlack	-4.92	%
logic_area	197000	um2
rsz0062_at_grt	no	
maxCapViolCount	2	
top_area_cell	edfxtp_1	
grtUsageTotal	37.1	%
finalSetupViolations	0	
vias	454000	
cts_buffer_depth	6	
layout_setup_ws	410400	ps
slowest_stage	nor2_2	
async_reset_ff_share	0	%
critPathKind	in -> reg	
ys_warn_count	1	
max_stage_delay	790	ps
wl	3050000	um
grt_pass1_vias	504000	
p_leak	0.333	uW
cp.required	518800	ps
start_kind	primary input	
synthTopCellsByArea	edfxtp_1 (78%), mux4_2 (16%), mux2i_1 (1.4%)	
reg2reg_slack	505850	ps
synth_chip_area	943000	um2
fmax	9.32	MHz
antenna_left	0	
power_density	4.51	nW/um2
synth_area_per_cell	23.3	um2
layout_min_cycle_time	107300	ps
peakVddDrop	0.00319	mV
dieArea	1890000	um2
cts_buffers	2560	
cp.depth	9	
netlist_top_cells_count	edfxtp_1 (24.6k), mux4_2 (6,555), nand2_1 (1,277)	
wl_per_cell	42.7	um
hold_class	reg -> reg	
tightest_slew	1570	ps
rr_startpoint	phase_acc[6]$_DFFE_PP_	
startpoint	wfm_waddr[1]	
synth-seq-cells	24600	
edf_count	24600	
yosysSeqAreaShare	78.4	%
numPortBuffers	87	
antenna_found_initial	316	
cts_hold_buf	0	
final.setup.tns	0	ps
grt_pass1_wl	4140000	um
cp.arrival	108390	ps
power	4840	uW
drtPass1Iterations	9	
syn_area	943000	um2
clkLatencyLatePin	1440	ps
path_common_cell	buf_4	
cts_tree	yes	
post_layout_nonfiller_instances	71500	
yosysMostFrequentCell	edfxtp_1	
top_level_ports	88	
synth_top_area_share	78.4	%
reg2reg_depth	19	
cts_root_buf	clkbuf_16	
worst-path-buf-inv	6	
post_drt_via_cell_ratio	6.35	
critPathTopFamily	buffers and inverters	
cts_resized	0	
coreArea	1880000	um2
area_delta_synth_final	13.8	%
worstSetupEndpoint	wfm_table[181][15]$_DFFE_PP_	
post_cts_buffers	0	
r2r_end	wfm_data[19]$_DFFE_PP_	
route.detailed.drc	0	
place_inst	66100	
period_used_share	20.7	%
row_count	504	
-- area by class of cell --
cell class / count / share of cell area, %
Sequential cell: 24600 / 68.9
Inverter: 15 / 0.00956
Clock inverter: 1277 / 0.992
Clock buffer: 3200 / 6.34
Antenna cell: 904 / 0.211
Tap cell: 25000 / 2.92
Multi-Input combinational cell: 13400 / 18.4
Timing Repair Buffer: 3040 / 2.24
-- worst reg2reg max path: stages, from the launching register on --
cell	delay (ps)
edfxtp_1	780
buf_16	260
buf_4	380
buf_4	610
buf_4	590
buf_4	660
buf_4	610
buf_4	500
buf_4	680
buf_4	700
buf_12	520
buf_4	730
buf_4	610
mux4_2	400
mux4_2	560
a22oi_1	820
nand2_1	830
nand3_1	860
o2111ai_2	200
buf_4	250
-- routing by layer --
metal	track usage, %	vias to the layer above	routed length [um]
li1	-	181000	-
met3	36.4	6338	706000
met1	38.4	230000	774000
met5	13.6	-	27800
met2	47.6	37400	1330000
met4	18.7	466	213000
-- kinds of logic (layout without fill, tap and decap cells) --
| logic type | count (synthesis) | in the layout | synth area share (%) |
|---|---|---|---|
| muxes | 7918 | 7918 | 17.1 |
| AOI/OAI and AO/OA | 2253 | 2253 | 1.62 |
| buffers and inverters | 2385 | 7532 | 1.42 |
| other | 0 | 904 | 0 |
| and+or+nand+nor | 3217 | 3217 | 1.44 |
| xor gates and xnor gates | 6 | 6 | 0.00557 |
| adders and majority gates | 11 | 11 | 0.0154 |
| DFF | 24600 | 24600 | 78.4 |
-- worst min-delay path by stage --
stage	slack (ps)	depth (start not counted)	to	start
finish	680	2	phase_acc[11]$_DFFE_PP_	phase_acc[11]$_DFFE_PP_
global route	710	2	phase_acc[0]$_DFFE_PP_	phase_acc[0]$_DFFE_PP_
CTS	690	2	phase_acc[0]$_DFFE_PP_	phase_acc[0]$_DFFE_PP_
-- cells in the final DEF, fill, tap and decap left out, types with 53 or more instances in the layout --
| cell type | count |
|---|---|
| nand3_1 | 147 |
| buf_12 | 69 |
| nor2_1 | 216 |
| and2_1 | 78 |
| mux2_2 | 89 |
| clkinv_1 | 586 |
| buf_4 | 2882 |
| a211oi_1 | 186 |
| a221oi_1 | 72 |
| a32oi_1 | 70 |
| nor2_4 | 471 |
| a21oi_1 | 373 |
| nand2_1 | 1220 |
| a22oi_1 | 236 |
| o22ai_1 | 327 |
| clkbuf_1 | 565 |
| mux2i_1 | 1272 |
| clkdlybuf4s50_1 | 62 |
| clkbuf_16 | 2635 |
| bufinv_16 | 161 |
| o211ai_1 | 123 |
| a31oi_1 | 114 |
| mux4_2 | 6555 |
| o21ai_0 | 309 |
| nand4_1 | 56 |
| nor3_1 | 71 |
| edfxtp_1 | 24600 |
| and3_1 | 53 |
| clkinv_2 | 360 |
| clkinvlp_4 | 55 |
| o221ai_1 | 136 |
| nor2_2 | 584 |
| diode_2 | 904 |
| inv_6 | 61 |
-- metrics by stage --
| stage | util (%) | instance area [um2] |
|---|---|---|
| 3_5_place_dp | 52.7 | 992000 |
| 3_3_place_gp | 52.7 | 992000 |
| 5_1_grt | 57.0 | 1070000 |
| 4_1_cts | 56.9 | 1070000 |
| 6_report | 57.0 | 1070000 |
| 2_1_floorplan | - | 943000 |
-- state kept, by name (all words and copies together) (netlist names) --
| register | count |
|---|---|
| wfm_table | 24576 |
| wfm_data | 24 |
| phase_acc | 15 |
| phase_valid | 1 |
| ram_valid | 1 |
-- power breakdown --
group	total, uW	internal (uW)	switching, uW
clock network	1760	1010	754
registers	2200	2200	0.986
logic	876	293	582
total	4840	3500	1340
Power and IR drop assume default switching activity.
